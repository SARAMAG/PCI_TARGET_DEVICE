File: flow/run.sh
#!/bin/bash
# OpenROAD 26Q1-2900-gdf79404cd8, Yosys 0.63+post, stock flow scripts
make -C /OpenROAD-flow-scripts/flow DESIGN_CONFIG=/design/flow/config.mk WORK_HOME=/design/flow/orfs finish
File: flow/constraint.sdc
current_design par_gen

set clk_period 1.5
set clk_io_pct 0.2

create_clock -name clk0 -period $clk_period

set non_clock_inputs [all_inputs -no_clocks]
set_input_delay [expr $clk_period * $clk_io_pct] -clock clk0 $non_clock_inputs
set_output_delay [expr $clk_period * $clk_io_pct] -clock clk0 [all_outputs]
File: flow/config.mk
export PLATFORM = sky130hd
export DESIGN_NAME = par_gen
export DESIGN_NICKNAME = par_gen
export VERILOG_FILES = /design/flow/design.v
export SDC_FILE = /design/flow/constraint.sdc
export NUM_CORES = 4
export LEC_CHECK = 1
export CORE_AREA = 10 10 74 74
export DIE_AREA = 0 0 84 84
File: flow/design.v
`timescale 1ns / 1ps
module par_gen(
    input [31:0] data,
    input [31:0] addr,
    output reg data_p,
    output reg addr_p
    );
always@(data,addr)
	begin
	data_p = ^data; 
	addr_p = ^addr;
	end
endmodule
==> out/results.tsv <==
metric	value	unit
ys_seq_share	0	%
crit_fanout	1	
via_per_inst	3.31	
violations	setup timing	
drive_gt1_share	71.9	%
hold_buffers	0	
cap_viol_max_count	0	
place_congestion	0.678	
fp.dieW	84	um
dr_total_vias	589	
warnings	34	
flops	0	
ys_cells	62	
finalWorstSetupSlack	-0.121	ns
critical_path_arrival	1.32	ns
status	finished, violations left	
synthDominantCellAreaShare	90.3	%
grt_overflow	0	
min_from	addr[31]	
die_area	0.00706	sq mm
initCoreUtil	13.7	%
dp.final_hpwl	2.16	mm
fp.dieH	84	um
drt_iter0_drc	6	
crit_required	1.20	ns
worstSetupStartpoint	addr[19]	
top_area_cell	xnor2_1	
finalSetupTns	-0.240	ns
min_period_over_period	108	%
power	0.712	mW
utilization	30.5	%
antenna_found_initial	0	
wl_per_cell	13.1	um
routed_wl	2.33	mm
drv_slew	0	
p_leak	0.571	nW
worst_pin_slew	0.195	ns
grt_pass1_vias	681	
grt_pass1_wl	3.55	mm
setup_violations	2	
fin_crit	1.62	ns
cp-end-kind	primary output	
grt_max_degree	2	
synth.avg_cell_area	8.76	sq um
coreArea	0.00397	sq mm
cts_setup_buffers	0	
critPathKind	in2out	
fmax	0.617	GHz
rsz0062_at_grt	yes	
insertedDiodeCount	0	
ys.warnings.count	1	
cp-start-kind	primary input	
ant_nets	0	
ys_area	543	sq um
synthCells	62	
route.detailed.drc	0	
ys_top_cells_by_area	xnor2_1 90%, xor2_1 9.7%	
final-comb-area	738	sq um
max-slew-margin-rel	86.9	%
rows	23	
register_area	0	sq um
fill_cells	442	
port_buffers	66	
grt_use_total	6.09	%
layout-area-overhead-vs-synth	123	%
clockBufferCount	0	
cellPowerDensity	587	mW/mm^2
first_pass_iters	2	
synth_area	543	sq um
ir_drop	0.184	mV
finalHoldViolCount	0	
boundaryPins	66	
yosys.cell_types.count	2	
hold_path_class	in2out	
synth_stat cells:
cell / count
xnor2_1: 56
xor2_1: 6
layer usage:
metal | up-vias | wire length, um | global-route usage [%]
li1 | 317 | - | -
met1 | 272 | 714 | 5.92
met2 | 0 | 1610 | 13.9
met3 | 0 | 0 | 0
met4 | 0 | 0 | 0
met5 | - | 0 | 0
cell families after synthesis:
kind of cell | after synthesis | share of synthesized area [%]
XOR/XNOR | 62 | 100
power by group:
group	switching, mW	total, mW	internal, mW
registers	0	0	0
clock network	0	0	0
logic	0.263	0.712	0.449
final cells by class:
type | instances | area share (%)
repair buffers | 66 | 34.0
well taps | 50 | 5.16
multi-input cells | 62 | 60.9
through the flow:
| stage | worst slack (ns) | area [sq um] | hold WS (ns) | cells |
|---|---|---|---|---|
| 6_report | -0.121 | 1210 | 1.32 | 178 |
| 3_3_place_gp | -0.900 | 1270 | 2.03 | 178 |
| 4_1_cts | -0.137 | 1180 | 1.34 | 178 |
| 5_1_grt | -0.202 | 1210 | 1.37 | 178 |
| 2_1_floorplan | 0.177 | 543 | 1.07 | 62 |
| 3_5_place_dp | -0.883 | 1270 | 2.03 | 178 |
cell usage in the layout, fill, tap and decap left out:
cell type and instances:
xor2_1 5, xnor2_2 25, buf_6 13, xor2_2 1, xnor2_1 31, buf_2 53
path summary, 6_finish.rpt:
| kind | endpoint | slack [ns] | cells after the start |
|---|---|---|---|
| worst min-delay path | addr_p | 1.32 | 7 |
| worst max-delay path | addr_p | -0.12 | 7 |
worst max-delay path: stages:
cell     delay, ns
buf_2         0.11
xnor2_2       0.20
xnor2_2       0.16
xnor2_1       0.16
xnor2_1       0.15
xnor2_1       0.13
buf_2         0.12
what timing repair did:
item,in CTS,in global routing
setup endpoints to repair,2,2
cloned,0,0
gates resized,273,4
pin swaps,62,5
Power is estimated from default activity; no workload was simulated.
